==> ./design.v <==
module Sum #(
    parameter NOF_BITS = 32
) (
    input wire clk,
    input wire rst_n,
    input wire data_first,
    input wire data_last,
    input wire [NOF_BITS-1:0] data_in,
    output reg [NOF_BITS:0] data_out,
    output reg busy,
    output reg done
);
localparam  READY=0, WORKING=1, FINISH=2;
reg [1:0]state, next_state;
reg [NOF_BITS:0]temp_sum;
always @(*)begin
    data_out={ (NOF_BITS+1){1'b0} };
    done=1'b0;
    busy=1'b0;
    next_state=state;
    case(state)
    READY:begin
        done=1'b0;
        busy=1'b0;
        if(data_first && data_last) next_state=FINISH;
        else if(data_first) next_state=WORKING;
        else next_state=state;
    end
    WORKING:begin
        done=1'b0;
        busy=1'b1;
        if(data_last) next_state=FINISH;
        else next_state=state;
    end
    FINISH:begin
        done=1'b1;
        busy=1'b1;
        next_state=READY;
        data_out= temp_sum;
    end
    endcase
end
always @(posedge clk or negedge rst_n)begin
    if(!rst_n)begin
        state<=READY;
        temp_sum<=0;
    end
    else if(state==READY && data_first)begin
        state<=next_state;
        temp_sum<=data_in;
    end
    else if (state==READY)begin
        state<=next_state;
        temp_sum<=0;
    end
    else begin
        state<=next_state;
        temp_sum<=temp_sum+data_in;
    end
end
endmodule
==> ./run.sh <==
#!/bin/bash
# OpenROAD 26Q1-2900-gdf79404cd8, Yosys 0.63+post, stock flow scripts
make -C /OpenROAD-flow-scripts/flow DESIGN_CONFIG=/design/flow/config.mk WORK_HOME=/design/flow/orfs finish
==> ./config.mk <==
export PLATFORM = sky130hd
export DESIGN_NAME = Sum
export DESIGN_NICKNAME = Sum
export VERILOG_FILES = /design/flow/design.v
export SDC_FILE = /design/flow/constraint.sdc
export NUM_CORES = 4
export LEC_CHECK = 1
export CORE_UTILIZATION = 30
==> ./constraint.sdc <==
current_design Sum

set clk_period 13.2
set clk_io_pct 0.2

create_clock -name clk0 -period $clk_period [get_ports {clk}]

set non_clock_inputs [all_inputs -no_clocks]
set_input_delay [expr $clk_period * $clk_io_pct] -clock clk0 $non_clock_inputs
set_output_delay [expr $clk_period * $clk_io_pct] -clock clk0 [all_outputs]
==> impl_metrics.tcl <==
# collected from the flow reports
set metrics [dict create \
    outcome "finished clean" \
    drc 0 \
    clk_path_buf_depth 2 \
    drv_cap 0 \
    rr_worst_depth 11 \
    die_w_um 107 \
    ant_nets 0 \
    finClkSkew_ns 0.00620 \
    cp_top_family "AND-OR/OR-AND gates" \
    r2r_slack_ns 10.52 \
    ys_seq_share 0.274 \
    cts_max_level 2 \
    ir_drop_v 0.0000821 \
    crit_slowest_cell "clkdlybuf4s50_1" \
    grt_max_degree 45 \
    yosysWarnings 1 \
    final_max_slew_viol_count 0 \
    via_per_inst 5.10 \
    clockRootBuffer "clkbuf_8" \
    dieArea_um2 11400 \
    crit_chain "clkdlybuf4s50_1 > ha_1 > inv_1 > fa_1 > nor2b_2 > o2111ai_2 > a21oi_1 > nor2_1 > a41oi_1 > a211oi_2 > a21boi_1 > mux2_2" \
    p_per_area_nw_per_um2 206 \
    design.core.area_um2 10500 \
    yosys_cells 401 \
    cp_data_arrival_time_ns 5.38 \
    portBuffers 70 \
    grt_antenna_before_repair 0 \
    r2r-start "temp_sum[0]" \
    worst_slew_pin_slew_ns 0.756 \
    final.setup.tns_ns 0 \
    drive_gt1_frac 0.0629 \
    cp.buffers_inverters 2 \
    clock_latency_ns 0.30 \
    syn_area_um2 3290 \
    pin_count 71 \
    dp_slack_ns 7.69 \
    edf_count 0 \
    syn_area_per_cell_um2 8.20 \
    max_freq_mhz 193 \
    cp-end-kind "flop" \
    num_antenna_cells 0 \
    whs_endpoint "state[2]" \
    synth_cells 401 \
    ys_dominant_reg_cell "dfrtp_1" \
    top_cell_area_share 0.266 \
    numCtsBuffers 5 \
    path_clk_slew_ns 0.08 \
    fin_crit_ns 5.19 \
    hold_buffers 0 \
    grtUsageTotal 0.159 \
    cts_tree "done" \
    start_kind "primary input" \
    hp-class "reg2reg" \
    drt_wl_total_mm 8.59 \
    synthArstFlopShare 1.00 \
    core_util_floorplan 0.314 \
    die_h_um 107 \
    relSlewSlack 0.496 \
    lay_top_cells "clkdlybuf4s50_1, nand2_1, and2_1, o21ai_0, dfrtp_1" \
    clkSinkCount 36 \
    rsz0062_at_grt "no" \
    max_stage_delay_ns 0.49 \
    ys_top_cells_by_area "dfrtp_1, ha_1, and2_1" \
    syn_to_final_growth_pct 27.7 \
    grt.overflow.total 0 \
    grt_pass1_vias 2939 \
    layout_top_cell "clkdlybuf4s50_1" \
    p_leak_nw 1.78 \
    reg2reg_to "temp_sum[32]" \
    min-delay-start "state[2]" \
    crit_fanout 3 \
    crit_start "data_in[0]" \
    cts_setup_buffers 0 \
    worst_slack_ns 8.01 \
    dr.pass1.iters 4 \
    fin_crit_sh 0.393 \
    first_iter_violations 189 \
    grt_pass1_wl_mm 14.3 \
    synth_flops 36 \
    crit_type "in2reg" \
    std_cell_rows 37 \
    vias 3047 \
    ys_chip_area_um2 3290 \
    setup_viol 0 \
    warning_count 25 \
    holdPathStages 2 \
    hold_viol 0 \
    routabilityCongestion 0.826 \
    cts_resized 0 \
    yosysTopAreaCell "dfrtp_1" \
    crit_cells 12 \
    yosysUniqueCellTypes 61 \
    wl_per_cell_um 14.4 \
    dpl.hpwl_mm 6.38 \
    worstPathRequired_ns 13.39 \
]
-- final cells by class --
| type | count | area [um^2] |
|---|---|---|
| Tap cell | 136 | 170 |
| Inverter | 9 | 33.8 |
| Fill cell | 1060 | 6260 |
| Sequential cell | 36 | 902 |
| Clock inverter | 3 | 42.5 |
| Timing Repair Buffer | 73 | 718 |
| Multi-Input combinational cell | 335 | 2260 |
| Clock buffer | 5 | 68.8 |
-- routing by layer --
layer,GRT usage,wire length [um],vias up
met5,0,0,-
met3,0.0192,378,8
li1,-,-,1569
met1,0.244,4290,1408
met4,0.0117,64,0
met2,0.254,3860,62
-- logic make-up after synthesis --
kind of cell	after synthesis	synth area share
simple gates	156	0.253
flops	36	0.274
buf+inv	30	0.0377
xor+xnor	23	0.0612
fa+ha+maj	33	0.128
compound gates	122	0.242
mux	1	0.00342
-- where the power goes --
group,internal (mW),total [mW],switching [mW],leakage [nW]
sequential,0.169,0.205,0.0359,0.433
combinational,0.257,0.560,0.304,1.30
clock,0.0560,0.101,0.0446,0.0541
-- worst max path at each step --
| stage | to | slack, ns |
|---|---|---|
| after CTS | temp_sum[32] | 8.00 |
| after global routing | temp_sum[32] | 7.88 |
| final | temp_sum[32] | 8.01 |
-- registers in the layout, indices dropped and copies added (netlist names) --
signal / count
temp_sum: 33
state: 3
-- worst reg2reg max path, stage by stage, from the launching register on --
cell	delay [ns]
dfrtp_1	0.35
ha_1	0.17
inv_1	0.06
fa_1	0.41
nor2b_2	0.16
o2111ai_2	0.13
a21oi_1	0.17
nor2_1	0.09
a41oi_1	0.40
a211oi_2	0.16
a21boi_1	0.16
mux2_2	0.34
-- metrics by stage --
step / instance area [um^2] / util / cells / hold slack [ns] / power [mW]
final: 4200 / 0.401 / 597 / 0.510 / 0.866
after global routing: 4200 / 0.401 / 597 / 0.541 / 0.958
after CTS: 4200 / 0.401 / 597 / 0.517 / 0.870
after detailed placement: 4090 / 0.391 / 589 / 0.495 / 0.764
after global placement: 4090 / 0.391 / 589 / 0.487 / 0.762
after floorplan: 3290 / - / 401 / 0.469 / 0.636
-- synth_stat cells (3+ instances only) --
| library cell | count |
|---|---|
| o21a_1 | 4 |
| a21oi_1 | 27 |
| nor2_1 | 19 |
| a31o_2 | 3 |
| nor3_1 | 3 |
| buf_2 | 3 |
| and3_1 | 3 |
| or4_1 | 5 |
| o21ai_0 | 35 |
| xor2_1 | 12 |
| xnor2_1 | 11 |
| a21o_1 | 13 |
| nand2_1 | 42 |
| nor3b_1 | 3 |
| nand2b_1 | 4 |
| a31oi_1 | 5 |
| a22o_1 | 5 |
| dfrtp_1 | 35 |
| ha_1 | 32 |
| nand3_1 | 15 |
| a22oi_1 | 4 |
| nand4_1 | 9 |
| and2_1 | 35 |
| clkbuf_1 | 16 |
| nor2b_1 | 6 |
| inv_1 | 9 |
Power is estimated from default activity; no workload was simulated.
